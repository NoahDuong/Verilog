--- ./constraint.sdc ---
current_design TM1638_config

set clk_period 9.3
set clk_io_pct 0.2

create_clock -name clk0 -period $clk_period [get_ports {clkinput}]

set non_clock_inputs [all_inputs -no_clocks]
set_input_delay [expr $clk_period * $clk_io_pct] -clock clk0 $non_clock_inputs
set_output_delay [expr $clk_period * $clk_io_pct] -clock clk0 [all_outputs]
--- ./run.sh ---
#!/bin/bash
# OpenROAD 26Q1-2900-gdf79404cd8, Yosys 0.63+post, stock flow scripts
make -C /OpenROAD-flow-scripts/flow DESIGN_CONFIG=/design/flow/config.mk WORK_HOME=/design/flow/orfs finish
--- ./config.mk ---
export PLATFORM = sky130hd
export DESIGN_NAME = TM1638_config
export DESIGN_NICKNAME = TM1638_config
export VERILOG_FILES = /design/flow/design.v
export SDC_FILE = /design/flow/constraint.sdc
export NUM_CORES = 4
export LEC_CHECK = 1
export CORE_UTILIZATION = 40
--- ./design.v ---
`timescale 1ns / 1ps
module TM1638_config(
input wire [7:0] led ,  
input wire [3:0]seg7,seg6,seg5,seg4,seg3,seg2,seg1,seg0 ,
input clkinput,
output reg clk,
output reg stb,
output reg dio
);
function [7:0] sseg;
input [3:0] hex;
begin
case (hex)
4'h0: sseg[7:0] = 8'b0111111;
4'h1: sseg[7:0] = 8'b0000110;
4'h2: sseg[7:0] = 8'b1011011;
4'h3: sseg[7:0] = 8'b1001111;
4'h4: sseg[7:0] = 8'b1100110;
4'h5: sseg[7:0] = 8'b1101101;
4'h6: sseg[7:0] = 8'b1111101;
4'h7: sseg[7:0] = 8'b0000111;
4'h8: sseg[7:0] = 8'b1111111;
4'h9: sseg[7:0] = 8'b1101111;
4'hA: sseg[7:0] = 8'b1110111;
4'hB: sseg[7:0] = 8'b1111100;
4'hC: sseg[7:0] = 8'b1011000;
4'hD: sseg[7:0] = 8'b1011110;
4'hE: sseg[7:0] = 8'h40;
default : sseg[7:0] = 8'b0000000;
endcase
end
endfunction
integer cs = 0;
integer i ;
reg [7:0] command1 =8'h40, command2 =8'hC0,command3 =8'h8F;
wire [127:0] leddata;  
reg [127:0] leddatahold;
assign leddata[0*8+7:0*8+0] = sseg(seg0);
assign leddata[2*8+7:2*8+0] = sseg(seg1);
assign leddata[4*8+7:4*8+0] = sseg(seg2);
assign leddata[6*8+7:6*8+0] = sseg(seg3);
assign leddata[8*8+7:8*8+0] = sseg(seg4);
assign leddata[10*8+7:10*8+0] = sseg(seg5);
assign leddata[12*8+7:12*8+0] = sseg(seg6);
assign leddata[14*8+7:14*8+0] = sseg(seg7);
assign leddata[1*8+7:1*8+0] = led[0] ;
assign leddata[3*8+7:3*8+0] = led[1] ;
assign leddata[5*8+7:5*8+0] = led[2] ;
assign leddata[7*8+7:7*8+0] = led[3] ;
assign leddata[9*8+7:9*8+0] = led[4] ;
assign leddata[11*8+7:11*8+0] = led[5] ;
assign leddata[13*8+7:13*8+0] = led[6] ;
assign leddata[15*8+7:15*8+0] = led[7] ;
initial
begin
clk = 1 ;
stb = 1 ;
dio = 0 ;
end
always @(posedge clkinput)
begin
if (cs==0)
begin
stb = 0;  
command1 =8'h40;
command2 =8'hC0;
command3 =8'h8F;
leddatahold=leddata ;
end
else if ((cs >=1)&&(cs<=16))
begin
dio = command1[0];
clk = ~clk ;
if (clk) command1=command1>>1 ;
end
else if (cs==17)
stb = 1;  
else if (cs==18)
stb = 0;  
else if ((cs >=19)&&(cs<=34))
begin
dio = command2[0];
clk = ~clk ;
if (clk) command2=command2>>1 ;
end
else if ((cs >=35)&&(cs<=290))
begin
dio = leddatahold[0];
clk = ~clk ;
if (clk) leddatahold=leddatahold>>1 ;
end
else if (cs==291)
stb = 1;  
else if (cs==292)
stb = 0;  
else if ((cs >=293)&&(cs<=308))
begin
dio = command3[0];
clk = ~clk ;
if (clk) command3=command3>>1 ;
end
else if (cs==309)
stb = 1;  
else if (cs==310)
cs = -1 ;  
cs=cs+1;
end
endmodule
==> impl_metrics.yaml <==
# yosys + openroad results
floorplan:
  io_pins: 44
  dieArea_sq_um: 24140
  dieWidth_um: 155.4
  dieHeight_um: 155.4
  core_region_area_sq_um: 22850
  initial_utilization_pct: 41.18
  rows: 55
place:
  dpl_worst_slack_ns: 5.327
  dpl-instance-area_sq_um: 10010
  portBuffers: 43
  dpl.hpwl_um: 11370
  gp_congestion: 0.8450
setup_path:
  critPathMaxFanout: 14
  cpMaxStageDelayCell: "or4_1"
  path_cells: "nor4b_4 -> nand4_1 -> or4_1 -> nand2b_1 -> ha_1 -> and4_1 -> nand2_1 -> or2_2 -> o21ai_4 -> mux2_1 -> mux2_2"
  critPathRequiredTime_ns: 9.62
  path_class: "flop to flop"
  cp.arrival_ns: 4.35
  end_kind: "flop"
  max_stage_delay_ns: 0.74
  setup.worst_path.start_class: "flop"
cts:
  path_clk_slew_ns: 0.07
  cts_max_level: 4
  cts_resized: 0
  cts_tree: "yes"
  root_buffer: "clkbuf_16"
  cts_setup_buffers: 0
  cts.sinks: 179
  cts_buffer_depth: 2
  numCtsBuffers: 17
  insertion_delay_ns: 0.43
  cts_hold_buffers: 0
timing:
  fmax_ghz: 0.2480
  worst_slew_pin_slew_ns: 0.8221
  rsz0062_at_grt: "no"
  setup-tns-final_ns: 0
  period_needed_ns: 4.032
  fin_skew_ns: 0.01152
  worst_hold_slack_ns: 0.4399
  finalSetupViolCount: 0
  setup_ws_ns: 5.268
  slew_headroom_pct: 44.69
  hold_viol_final: 0
  fin_crit_sh_pct: 43.36
  slew_violations: 0
detailed_routing:
  vias: 6928
  firstDrtPassIters: 4
  wl_per_cell_um: 13.62
  totalWireLength_um: 18270
  drt_iter0_drc: 538
  route.detailed.drc: 0
  ant_nets: 0
  viasPerCell: 5.166
final_layout:
  final.fill_count: 2152
  layout-drive-gt1-share_pct: 6.329
  area_growth_pct: 12.33
  finish.utilization_pct: 46.26
  final_area_sq_um: 10570
  seq_area_sq_um: 4324
  comb_area_sq_um: 4654
global_routing:
  grt.overflow.total: 0
  antenna_found_initial: 1
  grt_pass1_vias: 6105
  grt_pass1_wl_um: 30300
  grt_usage_pct: 15.69
  grt_max_degree: 72
synthesis:
  synthCells: 1017
  ys_cells: 1017
  syn_avg_cell_area_sq_um: 9.252
  synthArstFlopShare_pct: 0
  ys_chip_area_sq_um: 9409
  synth-edff-count: 74
  synthDistinctLibCells: 65
  synthFlopType: "dfxtp_1"
  synth_area_sq_um: 9409
  synth_flops: 179
  ys_seq_share_pct: 45.96
  yosysWarnings: 1
run:
  drv_cap: 0
  warnings: 73
power_and_ir_drop:
  p_leak_nw: 3.672
  ir_drop_mv: 0.09558
  powerDensity_nw_per_um2: 149.6
hold_path:
  hold_path.class: "flop to flop"
outcome:
  outcome: "completed"
## power by group
group	switching, mW	internal [mW]	total, mW
combinational	0.0465	0.0438	0.0903
clock	0.324	0.353	0.677
sequential	0	0.813	0.813
## final cells by class
class	instances	area share (%)
Clock inverter	13	1.160
Antenna cell	1	0.02368
Inverter	40	1.421
Timing Repair Buffer	51	4.641
Sequential cell	179	40.91
Multi-Input combinational cell	725	44.04
Tap cell	313	3.705
Clock buffer	19	4.096
## logic make-up (layout without fill, tap and decap cells)
| group | Yosys count | in the layout | synth area share (%) |
|---|---|---|---|
| and+or+nand+nor | 355 | 355 | 16.81 |
| AOI/OAI and AO/OA | 253 | 253 | 17.35 |
| DFF | 179 | 179 | 45.96 |
| buffers and inverters | 113 | 123 | 4.880 |
| adders and majority gates | 57 | 57 | 7.580 |
| muxes | 47 | 47 | 6.210 |
| xor gates and xnor gates | 13 | 13 | 1.210 |
| other | 0 | 1 | 0 |
## worst paths after layout
check	depth (start not counted)	slack, ns	from	endpoint
hold / removal	2	0.44	command1[3]$_SDFFE_PP0P_	command1[2]$_SDFFE_PP0P_
setup / recovery	11	5.27	cs[8]$_DFF_P_	cs[30]$_DFF_P_
hold reg to reg	2	0.44	command1[3]$_SDFFE_PP0P_	command1[2]$_SDFFE_PP0P_
setup reg to reg	11	5.27	cs[8]$_DFF_P_	cs[30]$_DFF_P_
## per-layer routing
metal  track usage (%)  vias to the layer above  wire length, um
met4             1.494                        0              167
met2             21.84                      112             7553
met5                 0                        -                0
met1             26.64                     3203             9683
met3             3.574                        9              860
li1                  -                     3604                -
## state kept, by name, indices dropped and copies added, names as in the netlist
name and cells:
cs 32, dio 1, stb 1, command2 8
command3 8, command1 7, clk 1, leddatahold 121
## cells in the final DEF, fill, tap and decap left out, drive strengths merged, types with 18 or more instances in the layout
cell,count
edfxtp,74
clkbuf,19
o21ai,73
a21oi,83
a22o,31
ha,57
mux2i,28
clkdlybuf4s50,43
nand2,197
nor2,61
inv,46
nand3,18
dfxtp,105
## Yosys cell counts (8+ instances only)
| cell | instances | area (sq um) |
|---|---|---|
| nor2_1 | 61 | 229.0 |
| edfxtp_1 | 74 | 2222 |
| nand2_1 | 197 | 739.5 |
| mux2_2 | 8 | 90.09 |
| o21ai_1 | 16 | 80.08 |
| dfxtp_1 | 105 | 2102 |
| inv_1 | 40 | 150.1 |
| mux2i_1 | 28 | 280.3 |
| ha_1 | 57 | 713.2 |
| a21oi_1 | 83 | 415.4 |
| nor3_1 | 15 | 75.07 |
| buf_2 | 22 | 110.1 |
| o221ai_1 | 8 | 70.07 |
| clkbuf_1 | 47 | 176.4 |
| nor4_1 | 11 | 68.82 |
| and2_1 | 12 | 75.07 |
| o21ai_0 | 56 | 280.3 |
| mux4_2 | 8 | 180.2 |
| xor2_1 | 8 | 70.07 |
| nand3_1 | 18 | 90.09 |
| a32oi_1 | 9 | 78.83 |
| a22o_1 | 31 | 271.5 |
| o311ai_0 | 8 | 70.07 |
## through the flow
stage	cells	total power, mW
5_1_grt	1340	1.643
6_report	1341	1.581
3_5_place_dp	1308	0.9216
2_1_floorplan	1017	0.8864
3_3_place_gp	1308	0.9209
4_1_cts	1340	1.601
## critical path, delay by kind of cell, from the launching register on
family,cells,cell delay [ns]
adders and majority gates,1,0.21
DFF,1,0.66
and+or+nand+nor,7,2.27
muxes,2,0.62
AOI/OAI and AO/OA,1,0.18
Power is estimated from default activity; no workload was simulated.
