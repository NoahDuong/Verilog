==> flow/design.v <==
`timescale 1ns / 1ps
module Clock(clk, RST, clk1, clk2);
    input clk, RST;
    output reg clk1, clk2;
    reg [24:0] counter1, counter2;
    initial begin
        counter1 <= 0; clk1 <= 0;
        counter2 <= 0; clk2 <= 0;
    end
    always @(posedge RST or posedge clk) begin
        if (RST == 1'b1) begin
            clk1 <= 0;
            clk2 <= 0;
            counter1 <= 0;
            counter2 <= 0;
        end else begin
            counter1 <= counter1 + 1;
            counter2 <= counter2 + 1;
            if (counter1 == 25) begin
                counter1 <= 0;
                clk1 <= ~clk1;
            end
            if (counter2 == 2500) begin
                counter2 <= 0;
                clk2 <= ~clk2;
            end
        end
    end
endmodule
`timescale 1ns / 1ps
module counter(clk2, reset, sec_chuc, sec_dv, min_chuc, min_dv, hour_chuc, hour_dv);
input clk2, reset;
output reg [3:0]sec_chuc, sec_dv, min_chuc, min_dv, hour_chuc, hour_dv;
reg [7:0] sec_o, min_o, hour_o;
initial begin
sec_chuc=0; sec_dv=0; min_chuc=0; min_dv=0; hour_chuc=0; hour_dv=0;
sec_o=0; min_o=0; hour_o=0;
end
always @ (posedge clk2 or posedge reset) begin
	if (reset) begin 
		sec_chuc=0; sec_dv=0; min_chuc=0; min_dv=0; hour_chuc=0; hour_dv=0;
		sec_o=0; min_o=0; hour_o=0;
	end
	else begin
		if(sec_o == 60) begin
			sec_chuc = 0; sec_dv=0; sec_o=0;
		end
		else begin
			if (sec_o>=50) begin sec_chuc = 5; sec_dv = sec_o - 50; end
			else if (sec_o>=40) begin sec_chuc = 4; sec_dv = sec_o - 40; end
			else if (sec_o>=30) begin sec_chuc = 3; sec_dv = sec_o - 30; end
			else if (sec_o>=20) begin sec_chuc = 2; sec_dv = sec_o - 20; end
			else if (sec_o>=10) begin sec_chuc = 1; sec_dv = sec_o - 10; end
			else begin sec_chuc = 0; sec_dv = sec_o; end
		end
		if(min_o == 60) begin
			min_chuc = 0; min_dv=0; min_o=0;
		end
		else begin
			if (min_o>=50) begin min_chuc = 5; min_dv = min_o - 50; end
			else if (min_o>=40) begin min_chuc = 4; min_dv = min_o - 40; end
			else if (min_o>=30) begin min_chuc = 3; min_dv = min_o - 30; end
			else if (min_o>=20) begin min_chuc = 2; min_dv = min_o - 20; end
			else if (min_o>=10) begin min_chuc = 1; min_dv = min_o - 10; end
			else begin min_chuc = 0; min_dv = min_o; end
		end
if(hour_o == 24) begin
			hour_chuc = 0; hour_dv=0; hour_o=0;
		end
		else begin
			if (hour_o>=20) begin hour_chuc = 2; hour_dv = hour_o - 20; end
			else if (hour_o>=10) begin hour_chuc = 1; hour_dv = hour_o - 10; end
			else begin hour_chuc = 0; hour_dv = hour_o; end
		end
		sec_o = sec_o +1;
		if (sec_o==60) begin min_o = min_o +1; end
		if (min_o==60) begin hour_o = hour_o +1; end
	end
end
endmodule
`timescale 1ns / 1ps
module mainblock(clk_50M, reset, dio, sclk, stb, data_check, sec_chuc, sec_dv, min_chuc, min_dv, hour_chuc, hour_dv);
input clk_50M, reset;
wire clk1, clk2;
output wire [3:0] sec_chuc, sec_dv, min_chuc, min_dv, hour_chuc, hour_dv;
output wire dio, stb, sclk;
output wire [7:0] data_check;
Clock Clock(clk_50M, reset, clk1, clk2);
tm1638 tm1638(clk1, reset, stb, dio, sclk, data_check, sec_chuc, sec_dv, min_chuc, min_dv, hour_chuc, hour_dv);
counter counter (clk2, reset, sec_chuc, sec_dv, min_chuc, min_dv, hour_chuc, hour_dv);
endmodule
`timescale 1ns / 1ps
module tm1638(clk1, reset, stb, dio, sclk, data_check, sec_chuc, sec_dv, min_chuc, min_dv, hour_chuc, hour_dv);
input clk1, reset;
output reg stb, dio, sclk;
output reg [7:0] data_check;
input [3:0] sec_chuc, sec_dv, min_chuc, min_dv, hour_chuc, hour_dv;
wire [7:0] sseg1, sseg2, sseg3, sseg4, sseg5, sseg6;
function [7:0] decode_sseg1;
	input [3:0] sec_chuc;
		case(sec_chuc)
			4'd0: decode_sseg1 = 8'h3f;
			4'd1: decode_sseg1 = 8'h06;
			4'd2: decode_sseg1 = 8'h5b;
			4'd3: decode_sseg1 = 8'h4f;
			4'd4: decode_sseg1 = 8'h66;
			4'd5: decode_sseg1 = 8'h6d;
			4'd6: decode_sseg1 = 8'h7d;
			4'd7: decode_sseg1 = 8'h07;
			4'd8: decode_sseg1 = 8'h7f;
			4'd9: decode_sseg1 = 8'h6f;
        endcase
endfunction
function [7:0] decode_sseg2;
	input [3:0] sec_dv;
		case(sec_dv)
			4'd0: decode_sseg2 = 8'h3f;
			4'd1: decode_sseg2 = 8'h06;
			4'd2: decode_sseg2 = 8'h5b;
			4'd3: decode_sseg2 = 8'h4f;
			4'd4: decode_sseg2 = 8'h66;
			4'd5: decode_sseg2 = 8'h6d;
			4'd6: decode_sseg2 = 8'h7d;
			4'd7: decode_sseg2 = 8'h07;
			4'd8: decode_sseg2 = 8'h7f;
			4'd9: decode_sseg2 = 8'h6f;
        endcase
endfunction
function [7:0] decode_sseg3;
	input [3:0] min_chuc;
		case(min_chuc)
			4'd0: decode_sseg3 = 8'h3f;
			4'd1: decode_sseg3 = 8'h06;
			4'd2: decode_sseg3 = 8'h5b;
			4'd3: decode_sseg3 = 8'h4f;
			4'd4: decode_sseg3 = 8'h66;
			4'd5: decode_sseg3 = 8'h6d;
			4'd6: decode_sseg3 = 8'h7d;
			4'd7: decode_sseg3 = 8'h07;
			4'd8: decode_sseg3 = 8'h7f;
			4'd9: decode_sseg3 = 8'h6f;
        endcase
endfunction
function [7:0] decode_sseg4;
	input [3:0] min_dv;
		case(min_dv)
			4'd0: decode_sseg4 = 8'h3f;
			4'd1: decode_sseg4 = 8'h06;
			4'd2: decode_sseg4 = 8'h5b;
			4'd3: decode_sseg4 = 8'h4f;
			4'd4: decode_sseg4 = 8'h66;
			4'd5: decode_sseg4 = 8'h6d;
			4'd6: decode_sseg4 = 8'h7d;
			4'd7: decode_sseg4 = 8'h07;
			4'd8: decode_sseg4 = 8'h7f;
			4'd9: decode_sseg4 = 8'h6f;
        endcase
endfunction
function [7:0] decode_sseg5;
input [3:0] hour_chuc;
 case (hour_chuc)
		4'd0: decode_sseg5 = 8'h3f;
		4'd1: decode_sseg5 = 8'h06;
		4'd2: decode_sseg5 = 8'h5b;
		4'd3: decode_sseg5 = 8'h4f;
		4'd4: decode_sseg5 = 8'h66;
		4'd5: decode_sseg5 = 8'h6d;
		4'd6: decode_sseg5 = 8'h7d;
		4'd7: decode_sseg5 = 8'h07;
		4'd8: decode_sseg5 = 8'h7f;
		4'd9: decode_sseg5 = 8'h6f;
	endcase
endfunction
function [7:0] decode_sseg6;
	input [3:0] hour_dv;
		case(hour_dv)
			4'd0: decode_sseg6 = 8'h3f;
			4'd1: decode_sseg6 = 8'h06;
			4'd2: decode_sseg6 = 8'h5b;
			4'd3: decode_sseg6 = 8'h4f;
			4'd4: decode_sseg6 = 8'h66;
			4'd5: decode_sseg6 = 8'h6d;
			4'd6: decode_sseg6 = 8'h7d;
			4'd7: decode_sseg6 = 8'h07;
			4'd8: decode_sseg6 = 8'h7f;
			4'd9: decode_sseg6 = 8'h6f;
        endcase
endfunction
assign sseg1 = decode_sseg1(sec_chuc);
assign sseg2 = decode_sseg2(sec_dv);
assign sseg3 = decode_sseg3(min_chuc);
assign sseg4 = decode_sseg4(min_dv);
assign sseg5 = decode_sseg5(hour_chuc);
assign sseg6 = decode_sseg6(hour_dv);
wire [47:0]data;
assign data[0*8+7:0*8+0]=sseg1;
assign data[1*8+7:1*8+0]=sseg2;
assign data[2*8+7:2*8+0]=sseg3;
assign data[3*8+7:3*8+0]=sseg4;
assign data[4*8+7:4*8+0]=sseg5;
assign data[5*8+7:5*8+0]=sseg6;
reg [47:0] data_hold = 0;
reg [7:0] command_activate = 8'h8f;  
reg [7:0] command_mode = 8'h44;  
reg [7:0] command_addr1 = 8'hc0;  
reg [7:0] command_addr2 = 8'hc2;  
reg [7:0] command_addr3 = 8'hc4;  
reg [7:0] command_addr4 = 8'hc6;  
reg [7:0] command_addr5 = 8'hc8;  
reg [7:0] command_addr6 = 8'hca;  
integer cnt;
initial begin
	cnt = 0;
	dio = 0;
	stb = 1;
	sclk = 0;
	data_check = 0;
end
always @ (posedge clk1 or posedge reset) begin
if (reset) begin
	sclk = 1;
	stb = 1; 
	dio = 0;
	cnt = 0;
end
else begin
	if (cnt == 0) begin 
		command_mode = 8'h44; command_activate = 8'h8f; command_addr1 = 8'hc0; command_addr2 = 8'hc2; command_addr3 = 8'hc4; command_addr4 = 8'hc6; command_addr5 = 8'hc8; command_addr6 = 8'hca;
		data_hold = data;
		stb = 0;
	end
	else if ((cnt >= 1) && (cnt <= 16)) begin  
		data_check = 8'h44;
		dio = command_mode[0];
		sclk = ~sclk;
		if (sclk) begin command_mode=command_mode>>1; end
	end
	else if (cnt == 17) begin  
		data_check = 0;
		stb = 1;
	end
	else if (cnt == 18) begin  
		stb = 0;
	end
	else if ((cnt>=19) && (cnt<=34)) begin  
		data_check = 8'hc0;
		dio = command_addr1[0];
		sclk = ~sclk;
		if (sclk) begin command_addr1 = command_addr1>>1; end
	end
	else if ((cnt>=35) && (cnt<=50)) begin  
		data_check = sseg1;
		dio = data_hold[0];
		sclk = ~ sclk;
		if (sclk) begin data_hold = data_hold >>1; end
	end
	else if (cnt == 51) begin  
		data_check = 0;
		stb = 1;
	end
	else if (cnt == 52) begin  
		stb = 0;
	end
	else if ((cnt>=53) && (cnt<=68)) begin  
		data_check = 8'hc2;
		dio = command_addr2[0];
		sclk = ~sclk;
		if (sclk) begin command_addr2 = command_addr2>>1; end
	end
	else if ((cnt>=69) && (cnt<=84)) begin  
		data_check = sseg2;
		dio = data_hold[0];
		sclk = ~ sclk;
		if (sclk) begin data_hold = data_hold >>1; end
	end
	else if (cnt == 85) begin  
		data_check = 0;
		stb = 1;
	end
	else if (cnt == 86) begin  
		stb = 0;
	end
	else if ((cnt>=87) && (cnt<=102)) begin  
		data_check = 8'hc4;
		dio = command_addr3[0];
		sclk = ~sclk;
		if (sclk) begin command_addr3 = command_addr3>>1; end
	end
	else if ((cnt>=103) && (cnt<=118)) begin  
		data_check = sseg3;
		dio = data_hold[0];
		sclk = ~ sclk;
		if (sclk) begin data_hold = data_hold >>1; end
	end
	else if (cnt == 119) begin  
		data_check = 0;
		stb = 1;
	end
	else if (cnt == 120) begin  
		stb = 0;
	end
	else if ((cnt>=121) && (cnt<=136)) begin  
		data_check = 8'hc6;
		dio = command_addr4[0];
		sclk = ~sclk;
		if (sclk) begin command_addr4 = command_addr4>>1; end
	end
	else if ((cnt>=137) && (cnt<=152)) begin  
		data_check = sseg4;
		dio = data_hold[0];
		sclk = ~ sclk;
		if (sclk) begin data_hold = data_hold >>1; end
	end
	else if (cnt == 153) begin  
		data_check = 0;
		stb = 1;
	end
	else if (cnt == 154) begin  
		stb = 0;
	end
	else if ((cnt>=155) && (cnt<=170)) begin  
		data_check = 8'hc8;
		dio = command_addr5[0];
		sclk = ~sclk;
		if (sclk) begin command_addr5 = command_addr5>>1; end
	end
	else if ((cnt>=171) && (cnt<=186)) begin  
		data_check = sseg5;
		dio = data_hold[0];
		sclk = ~ sclk;
		if (sclk) begin data_hold = data_hold >>1; end
	end
	else if (cnt == 187) begin  
		data_check = 0;
		stb = 1;
	end
	else if (cnt == 188) begin  
		stb = 0;
	end
	else if ((cnt>=189) && (cnt<=204)) begin  
		data_check = 8'hca;
		dio = command_addr6[0];
		sclk = ~sclk;
		if (sclk) begin command_addr6 = command_addr6>>1; end
	end
	else if ((cnt>=205) && (cnt<=220)) begin  
		data_check = sseg6;
		dio = data_hold[0];
		sclk = ~ sclk;
		if (sclk) begin data_hold = data_hold >>1; end
	end
	else if (cnt == 221) begin  
		data_check = 0;
		stb = 1;
	end
	else if (cnt == 222) begin  
		stb = 0;
	end
	else if ((cnt>=223) && (cnt<=238)) begin  
		data_check = 8'h8f;
		dio = command_activate[0];
		sclk = ~sclk;
		if (sclk) begin command_activate = command_activate>>1; end
	end
	else if (cnt == 239) begin  
		data_check = 0;
		stb = 1;
	end
	else if (cnt == 240) begin  
		cnt = -1;
		sclk = 1;
		dio = 0;
	end
	cnt = cnt +1;
end
end
endmodule 
==> flow/run.sh <==
#!/bin/bash
# OpenROAD 26Q1-2900-gdf79404cd8, Yosys 0.63+post, stock flow scripts
make -C /OpenROAD-flow-scripts/flow DESIGN_CONFIG=/design/flow/config.mk WORK_HOME=/design/flow/orfs finish
==> flow/config.mk <==
export PLATFORM = sky130hd
export DESIGN_NAME = mainblock
export DESIGN_NICKNAME = mainblock
export VERILOG_FILES = /design/flow/design.v
export SDC_FILE = /design/flow/constraint.sdc
export NUM_CORES = 4
export LEC_CHECK = 1
export CORE_UTILIZATION = 30
==> flow/constraint.sdc <==
current_design mainblock

set clk_period 3.7
set clk_io_pct 0.2

create_clock -name clk0 -period $clk_period [get_ports {clk_50M}]

set non_clock_inputs [all_inputs -no_clocks]
set_input_delay [expr $clk_period * $clk_io_pct] -clock clk0 $non_clock_inputs
set_output_delay [expr $clk_period * $clk_io_pct] -clock clk0 [all_outputs]
==> Table 3: Implementation characteristics <==
Summary of implementation characteristics

Parameter                              Value

Status
  Result of the run .................. complete, no violations

Route
  Vias .................. 9558
  Number of antenna repair diodes .................. 0
  Total length of routed wires .................. 28000 microns
  Number of vias per cell .................. 5.06
  Number of iterations in the first detailed-routing pass .................. 5
  Iteration-0 DRC Markers .................. 948
  DRC violations left .................. 0
  Number of nets with antenna violations after routing .................. 0
  Avg WL per Cell .................. 14.8 microns

Run
  Number of OpenROAD warnings .................. 46
  Max_cap viols .................. 0

Global route
  Largest net degree at the start of global routing .................. 89
  First-pass GRT wire length .................. 46800 microns
  Total global routing track utilization .................. 13.1%
  Number of global-route vias before repair .................. 8879
  Total congestion overflow after global routing .................. 0
  Initial antenna violation count .................. 0

Pwr
  Power per unit of standard cell area .................. 79.4 mW/mm^2
  Static Leak .................. 0.00554 uW
  Highest ir drop seen on vdd .................. 0.000188 V
  Power consumption .................. 1140 uW

Worst setup path
  Reg-to-reg setup timing slack .................. 1.56 ns
  Largest fanout of any net on the critical path .................. 5
  WP data arrival .................. 2.32 ns
  Type of the setup path with the least slack .................. flop to flop
  Source of the worst register-to-register timing path .................. Clock.counter1[2]
  End of the worst register-to-register path .................. Clock.counter1[23]
  Sort of element at the start of the critical path .................. flop
  Crit. End Element .................. flop
  Register-to-Register Path Depth .................. 6
  Required time at the endpoint of the critical path .................. 3.88 ns

Clock tree
  CTS HTree Levels .................. 2
  Clk ins delay skew pair .................. 0.29 ns
  Clock-pin slew on the worst setup and hold paths .................. 0.07 ns
  CTS-repair resized insts .................. 0
  Number of setup buffers added after CTS .................. 0
  Cts bufs inserted .................. 5
  Cell at the root of the clock tree .................. sky130_fd_sc_hd__clkbuf_16
  Hold buffer count at CTS .................. 0
  Clock tree from TritonCTS .................. built
  Buffer levels on the longest clock path .................. 2

Final timing
  Unrepaired setup endpoints after global routing .................. no
  Clock skew .................. 0.00668 ns
  Count of pins over their slew limit .................. 0
  Fmax .................. 467 MHz
  Share of the cycle needed by the critical path after routing .................. 57.8%
  Setup Viol. Count Final .................. 0
  Fin Setup TNS .................. 0 ns
  Worst slew margin relative to its limit .................. 44.9%
  Tmin final .................. 2.14 ns
  Count of unclocked register or latch pins .................. 197
  Count of final hold-check violations .................. 0
  Number of unconstrained endpoints .................. 346
  Slew at the pin closest to its max-slew limit .................. 0.826 ns

Layout
  Area Growth Syn to Fin .................. 7.99%
  Proportion of layout cells with a drive suffix above 1 .................. 5.36%

Yosys
  Largest cells by area .................. sky130_fd_sc_hd__edfxtp_1 (27%), sky130_fd_sc_hd__dfrtp_1 (24%), sky130_fd_sc_hd__xnor2_1 (3.7%)
  Synthesized netlist cell count .................. 1321
  Cell Area, Synth .................. 0.0133 sq mm
  Yosys top cell by instances .................. sky130_fd_sc_hd__nand2_1
  Most common library cells after synthesis .................. sky130_fd_sc_hd__nand2_1 (131), sky130_fd_sc_hd__dfrtp_1 (129), sky130_fd_sc_hd__nor2_1 (120)
  Leading area contributor after synthesis .................. sky130_fd_sc_hd__edfxtp_1
  Proportion of synthesized flip-flops having asynchronous set or reset .................. 52.6%
  Yosys cell count .................. 1321
  Part of the Yosys area used for sequential elements .................. 51.2%
  Top-area cell share .................. 26.6%
  Most frequently used flop master after synthesis .................. sky130_fd_sc_hd__dfrtp_1
  Number of distinct library cell variants in the gate-level netlist after synthesis .................. 89
  Count of library flops with an enable pin .................. 118
  Count of synthesis-stage warnings from yosys .................. 3
  Flop and latch count out of synthesis .................. 249
  Mean area per synthesized cell .................. 10.1 sq um
  Yosys stat chip area .................. 0.0133 sq mm

Placed design
  Global placement routability congestion .................. 0.931
  Count of buffers inserted at the top-level ports .................. 32
  Sum of net half-perimeters after detailed placement .................. 20100 microns

Floorplanning
  Starting Density .................. 30.7%
  X dimension of the die .................. 213 microns
  Number of standard-cell rows in the floorplan .................. 76
  Height of the chip .................. 213 microns
  Chip area .................. 0.0453 sq mm
  I/O pin cnt .................. 37
  Core footprint .................. 0.0435 sq mm

Hold path
  Class of the most critical hold timing path .................. flop to flop
  Instance count along the most critical hold path .................. 1
  Source of the worst hold timing path .................. Clock.counter2[24]
  Endpoint of the worst hold path .................. Clock.counter2[24]
## stage by stage
stage / cells / setup slack (ns) / area [sq um] / util [%] / hold slack (ns)
2_1_floorplan: 1324 / 1.34 / 13300 / - / 0.443
3_3_place_gp: 1882 / 1.62 / 14200 / 32.7 / 0.465
3_5_place_dp: 1882 / 1.60 / 14200 / 32.7 / 0.468
4_1_cts: 1890 / 1.56 / 14400 / 33.1 / 0.477
5_1_grt: 1890 / 1.32 / 14400 / 33.1 / 0.493
6_report: 1890 / 1.56 / 14400 / 33.1 / 0.474
## layout make-up
class                      count  area (sq um)
clock buffer                   6           139
sequential                   249          6830
tap                          585           732
inverter                      39           155
fill                        4324         29100
timing repair buffer          50           455
multi-input combinational    959          6050
clock inverter                 2          38.8
## worst max-delay path, stage by stage (launching register included)
cell	delay, ns
sky130_fd_sc_hd__dfrtp_1	0.42
sky130_fd_sc_hd__nand3_1	0.19
sky130_fd_sc_hd__nor4_1	0.68
sky130_fd_sc_hd__nand3_1	0.27
sky130_fd_sc_hd__nor2_1	0.20
sky130_fd_sc_hd__nand4_1	0.13
sky130_fd_sc_hd__xnor2_1	0.14
## per-layer routing
metal  track usage [%]  vias up  wire length (microns)
met5                 0        -                      0
met4              1.79        0                    344
met3              2.61       32                   1700
met2              18.3      237                  12100
met1              21.9     4598                  13900
li1                  -     4691                      -
## worst max path at each step
stage | start | endpoint | slack [ns] | cells past startpoint
4_1_cts | Clock.counter1[2] | Clock.counter1[23] | 1.56 | 6
5_1_grt | Clock.counter1[2] | Clock.counter1[23] | 1.32 | 6
6_report | Clock.counter1[2] | Clock.counter1[23] | 1.56 | 6
## state kept, by name, summed over array words and instances, names as in the netlist, 25 cells and up
register          count
Clock.counter2       25
tm1638.data_hold     47
tm1638.cnt           32
Clock.counter1       25
## logic make-up (layout without fill, tap and decap cells)
group	after synthesis	count (layout)	synth area share (%)
other	1	4	0.0281
multiplexers	15	15	1.21
AND/OR/NAND/NOR	561	561	21.7
flip-flops	249	249	51.2
AND-OR/OR-AND	243	243	12.3
XOR/XNOR	101	101	6.64
adder cells (fa/ha/maj)	35	35	3.25
buffers and inverters	116	97	3.66
## power breakdown
part / leakage, uW / switching [uW] / total [uW] / internal [uW]
clock: 0.0000871 / 199 / 537 / 339
combinational: 0.00260 / 31.9 / 36.8 / 4.96
sequential: 0.00285 / 0 / 569 / 569
total: 0.00554 / 231 / 1140 / 912
## cell usage in the layout, fill, tap and decap left out, types with 16 or more instances in the layout
cell type                         synthesis  final
sky130_fd_sc_hd__and3_1                  18     18
sky130_fd_sc_hd__clkdlybuf4s50_1          0     32
sky130_fd_sc_hd__o21ai_0                 65     65
sky130_fd_sc_hd__nand4_1                 28     28
sky130_fd_sc_hd__nor2_1                 120    120
sky130_fd_sc_hd__nor4_1                  23     23
sky130_fd_sc_hd__inv_1                   38     37
sky130_fd_sc_hd__ha_1                    33     33
sky130_fd_sc_hd__nor3_1                  30     30
sky130_fd_sc_hd__nand2_1                131    131
sky130_fd_sc_hd__nand3_1                 54     54
sky130_fd_sc_hd__a31oi_1                 17     16
sky130_fd_sc_hd__xor2_1                  44     44
sky130_fd_sc_hd__and2_1                  51     51
sky130_fd_sc_hd__a21oi_1                 46     46
sky130_fd_sc_hd__dfrtp_1                129    128
sky130_fd_sc_hd__edfxtp_1               118    118
sky130_fd_sc_hd__nand2b_1                34     34
sky130_fd_sc_hd__buf_4                    4     18
sky130_fd_sc_hd__xnor2_1                 57     57
Power is estimated from default activity; no workload was simulated.
