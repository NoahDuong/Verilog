$ cat flow/design.v
`timescale 1ns / 1ps
module bodem(clk, RST, sec_tens, sec_digits, min_tens, min_digits, hour_tens, hour_digits);
    input clk, RST;
    output reg [3:0] sec_tens, sec_digits, min_tens, min_digits, hour_tens, hour_digits;
    reg [7:0] sec_o, min_o, hour_o;
    initial begin
        sec_tens = 0; sec_digits = 0; min_tens = 0; min_digits = 0; hour_tens = 0; hour_digits = 0;
        sec_o = 0; min_o = 0; hour_o = 0;
    end
    always @(posedge clk or posedge RST) begin
        if (RST) begin
            sec_tens = 0; sec_digits = 0; min_tens = 0; min_digits = 0; hour_tens = 0; hour_digits = 0;
            sec_o = 0; min_o = 0; hour_o = 0;
        end else begin
            if (sec_o == 60) begin
                sec_tens = 0; sec_digits = 0; sec_o = 0;
            end else begin
                if (sec_o >= 50) begin sec_tens = 5; sec_digits = sec_o - 50; end
                else if (sec_o >= 40) begin sec_tens = 4; sec_digits = sec_o - 40; end
                else if (sec_o >= 30) begin sec_tens = 3; sec_digits = sec_o - 30; end
                else if (sec_o >= 20) begin sec_tens = 2; sec_digits = sec_o - 20; end
                else if (sec_o >= 10) begin sec_tens = 1; sec_digits = sec_o - 10; end
                else begin sec_tens = 0; sec_digits = sec_o; end
            end
            if (min_o == 60) begin
                min_tens = 0; min_digits = 0; min_o = 0;
            end else begin
                if (min_o >= 50) begin min_tens = 5; min_digits = min_o - 50; end
                else if (min_o >=  40) begin min_tens = 4; min_digits = min_o - 40; end
                else if (min_o >= 30) begin min_tens = 3; min_digits = min_o - 30; end
                else if (min_o >= 20) begin min_tens = 2; min_digits = min_o - 20; end
                else if (min_o >= 10) begin min_tens = 1; min_digits = min_o - 10; end
                else begin min_tens = 0; min_digits = min_o; end
            end
            if (hour_o == 24) begin
                hour_tens = 0; hour_digits = 0; hour_o = 0;
            end else begin
                if (hour_o >= 20) begin hour_tens = 2; hour_digits = hour_o - 20; end
                else if (hour_o >= 10) begin hour_tens = 1; hour_digits = hour_o - 10; end
                else begin hour_tens = 0; hour_digits = hour_o; end
            end
            sec_o = sec_o + 1;
            if (sec_o == 60) begin min_o = min_o + 1; end
            if (min_o == 60) begin hour_o = hour_o + 1; end
        end
    end
endmodule
$ cat flow/run.sh
#!/bin/bash
# OpenROAD 26Q1-2900-gdf79404cd8, Yosys 0.63+post, stock flow scripts
make -C /OpenROAD-flow-scripts/flow DESIGN_CONFIG=/design/flow/config.mk WORK_HOME=/design/flow/orfs finish
$ cat flow/config.mk
export PLATFORM = sky130hd
export DESIGN_NAME = bodem
export DESIGN_NICKNAME = bodem
export VERILOG_FILES = /design/flow/design.v
export SDC_FILE = /design/flow/constraint.sdc
export NUM_CORES = 4
export LEC_CHECK = 1
export CORE_UTILIZATION = 40
$ cat flow/constraint.sdc
current_design bodem

set clk_period 7.5
set clk_io_pct 0.2

create_clock -name clk0 -period $clk_period [get_ports {clk}]

set non_clock_inputs [all_inputs -no_clocks]
set_input_delay [expr $clk_period * $clk_io_pct] -clock clk0 $non_clock_inputs
set_output_delay [expr $clk_period * $clk_io_pct] -clock clk0 [all_outputs]
==> Changelog: implementation <==
### Metrics

* Outcome: finished clean
* CP startpoint kind: flop
* Count of H-tree levels built during CTS at 2
* Accumulated negative setup slack at 0 ps
* Routed via count divided by cell count at 5.14
* CTS Buffer Depth at 2
* Vertical die dimension at 87.0 um
* Most common flop cell mapped by yosys: dfrtp_1
* Number of clock buffers inserted by TritonCTS at 5
* Synthesis Warnings at 1
* DRT Pass-1 Iters at 4
* Overall overflow remaining after global route at 0
* Worst-case vdd ir drop at 0.0000861 V
* Finished Cell Area at 3280 um2
* Wirelength per Cell at 12.6 um
* Number of instances in the synthesized netlist at 314
* Path type of the worst min-delay path: reg2reg
* Tcrit/Tclk final at 0.399
* Biggest cell delay along the critical path at 520 ps
* Highest Clock Rate at 334 MHz
* Synth-to-Final Area Change at 13.4%
* Final standard cell utilization of the core at 0.477
* Arrival time at the worst endpoint at 3220 ps
* Maximum number of pins on one net before global-route repair at 45
* Data required time at the worst endpoint at 7730 ps
* Fillers at 649
* Worst hold path startpoint: hour_o[7]
* Total power divided by cell area at 120 nW/um2
* Cell-by-cell trace of the critical path: inv_1 -> ha_1 -> and3b_1 -> or4_4 -> and4_4 -> nand4_1 -> mux2_2 -> or4_1 -> a21oi_1
* Crit path launch: sec_o[1]
* Critical-path top delay cell: or4_1
* HPWL reported at the end of detailed placement at 3990 um
* Final-report setup violation count at 0
* Total setup buffers inserted after CTS at 0
* Yosys Instances at 314
* Overall track demand over capacity in global routing at 0.158
* Clk root buf: clkbuf_8
* Worst slack at placement at 4530 ps
* Final critical-path setup slack at 4510 ps
* Clock slew at the register clock pins of the worst setup and hold paths at 80 ps
* Horizontal die dimension at 87.0 um
* Number of flops mapped to enable cells by yosys at 0
* Cell family with the largest share of critical-path delay: simple AND/OR/NAND/NOR gates
* Ant diodes at 0
* Area of the mapped netlist at 2890 um2
* Async SR Flop Fraction at 1.00
* Netlist cell types at 55
* WP buf/inv at 1
* Buffers added on ports at 21
* Final worst path period need at 2990 ps
* Clock sink count at 44
* Max Transition Viols Final at 0
* Leakage power figure at 0.00146 uW
* Insertion delay to the later sink of the worst-skew pair at 290 ps
* Share of layout cells above drive strength 1 at 0.0653
* Unrepaired setup endpoints after global routing: false
* WS Path Type: reg2reg
* Total Routed Length at 5440 um
* Critical path peak fanout at 11
* RePlAce Congestion at 0.847
* Clk_skew at 2.03 ps
* Resized cells post-CTS at 0
* Register bit total from synthesis at 44
* Worst flop-to-flop path startpoint: sec_o[1]
* Tightest Pin Transition at 690 ps
* I/O pin total at 26
* Total of max-cap violations at 0
* Cell area reported after detailed placement at 3180 um2
* Core Area at 6870 um2
* Die footprint at 7570 um2
* Initial core utilization at 0.421
* Initial antenna violation count at 0
* Slew margin rel. at 0.536
* Initial DRC Count at 102
* Yosys stat chip area at 2890 um2
* Hold violation count in the final report at 0
* Fraction of the yosys area taken by sequential cells at 0.381
* TritonCTS clock tree: built
* Post-CTS Hold Fix Bufs at 0
* Number of antenna-violating nets in the routed design at 0
* Cell Rows at 30
* Count of unresolved DRC violations after routing at 0
* Via count at 2226
* Critical path capture point type: flop
* Mean post-synth cell area at 9.20 um2
* Global-route wire length before repair at 9400 um
* Number of global-route vias before repair at 1977
* Tool warning count at 51
-- through the flow --
| stage | instances | hold slack [ps] | total power (uW) |
|---|---|---|---|
| 3_3_place_gp | 425 | 483 | 248 |
| 6_report | 433 | 502 | 393 |
| 2_1_floorplan | 317 | 465 | 247 |
| 4_1_cts | 433 | 502 | 398 |
| 5_1_grt | 433 | 520 | 407 |
| 3_5_place_dp | 425 | 486 | 248 |
-- cell usage after synthesis (all sizes together), types with 2 or more instances --
library cell	number	area, um2
nor4	5	31.3
xor2	9	78.8
and2	2	12.5
a21oi	16	80.1
nand2	39	149
a21boi	4	30.0
nor2b	2	12.5
xnor2	14	123
nor3	11	55.1
o31ai	5	37.5
or3	4	25.0
a221oi	2	17.5
nand4	4	25.0
nor3b	2	15.0
and3	2	12.5
dfrtp	44	1100
ha	33	413
clkbuf	6	22.5
or4	3	26.3
a211oi	3	22.5
inv	20	75.1
o21ai	14	70.1
nor2	27	101
nand3	8	45.0
buf	7	53.8
o211ai	2	15.0
o32ai	2	17.5
nand3b	2	15.0
-- cell usage in the layout (no fill, tap or decap), types with 2 or more instances in the layout --
| cell | Yosys | routed |
|---|---|---|
| a221oi_1 | 2 | 2 |
| o211ai_1 | 2 | 2 |
| conb_1 | 1 | 4 |
| xor2_1 | 9 | 9 |
| clkbuf_8 | 0 | 5 |
| nor3b_1 | 2 | 2 |
| nor2b_1 | 2 | 2 |
| clkdlybuf4s50_1 | 0 | 21 |
| nor3_1 | 11 | 11 |
| or3_1 | 4 | 4 |
| nor2_1 | 27 | 27 |
| nand4_1 | 4 | 4 |
| o31ai_1 | 5 | 5 |
| ha_1 | 33 | 33 |
| nand2_1 | 38 | 38 |
| and2_1 | 2 | 2 |
| a21boi_0 | 4 | 4 |
| clkinvlp_4 | 0 | 2 |
| or4_1 | 2 | 2 |
| and3_1 | 2 | 2 |
| a211oi_1 | 3 | 3 |
| o21ai_0 | 14 | 14 |
| buf_4 | 5 | 4 |
| o32ai_1 | 2 | 2 |
| dfrtp_1 | 44 | 44 |
| a21oi_1 | 16 | 16 |
| nor4_1 | 5 | 5 |
| nand3_1 | 7 | 7 |
| xnor2_1 | 14 | 14 |
| nand3b_1 | 2 | 2 |
| inv_1 | 20 | 19 |
-- worst paths after layout --
kind                              to  slack (ps)  cells after the start
max                        hour_o[3]        4510                      9
max reg2reg                hour_o[3]        4510                      9
min                        hour_o[7]         500                      1
max in group asynchronous  hour_o[5]        5490                      3
min reg2reg                hour_o[7]         500                      1
min in group asynchronous   sec_o[5]        1640                      3
-- power breakdown --
| group | switching, uW | leakage [uW] | total, uW | internal, uW |
|---|---|---|---|---|
| combinational | 4.52 | 0.000829 | 5.38 | 0.850 |
| clock | 85.0 | 0.0000404 | 151 | 66.0 |
| sequential | 0 | 0.000587 | 237 | 237 |
| total | 89.5 | 0.00146 | 393 | 304 |
-- flip-flops by register name, summed over array words and instances, names as in the netlist --
signal / cells
hour_digits: 4
hour_o: 8
hour_tens: 2
min_digits: 4
min_o: 8
min_tens: 3
sec_digits: 4
sec_o: 8
sec_tens: 3
-- final cells by class --
cell class	count	area (um2)	area share
multi-input combinational	240	1650	0.503
clock inverter	3	23.8	0.00725
clock buffer	5	68.8	0.0210
timing repair buffer	25	240	0.0733
inverter	20	75.1	0.0229
tap	96	120	0.0367
sequential	44	1100	0.336
-- worst register-to-register path, cell delays in order (launching register included) --
cell and delay, ps:
dfrtp_1 490, inv_1 160, ha_1 240, and3b_1 190, or4_4 420, and4_4 210
nand4_1 110, mux2_2 420, or4_1 520, a21oi_1 150
-- routing by layer --
| metal | track usage | up-vias | share of wire |
|---|---|---|---|
| met1 | 0.258 | 1047 | 0.52 |
| met5 | 0 | - | 0 |
| met4 | 0.0212 | 0 | 0.013 |
| li1 | - | 1133 | - |
| met2 | 0.237 | 40 | 0.43 |
| met3 | 0.0212 | 6 | 0.035 |
-- kinds of logic (layout without fill, tap and decap cells) --
group                    count (synthesis)  after routing  share of synthesized area
AND/OR/NAND/NOR                        117            117                      0.205
multiplexers                             2              2                    0.00736
XOR/XNOR                                23             23                     0.0697
AND-OR/OR-AND                           61             61                      0.140
adder cells (fa/ha/maj)                 33             33                      0.143
buffers and inverters                   33             53                     0.0524
other                                    1              4                    0.00130
flip-flops                              44             44                      0.381
Power is estimated from default activity; no workload was simulated.
